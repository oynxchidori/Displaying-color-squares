==> /design/flow/design.v <==
module displaysquares
	(
		CLOCK_50,						 
        KEY,
        SW,
		VGA_CLK,   						 
		VGA_HS,							 
		VGA_VS,							 
		VGA_BLANK_N,						 
		VGA_SYNC_N,						 
		VGA_R,   						 
		VGA_G,	 						 
		VGA_B   						 
	);
	input			CLOCK_50;				 
	input   [9:0]   SW;
	input   [3:0]   KEY;
	output			VGA_CLK;   				 
	output			VGA_HS;					 
	output			VGA_VS;					 
	output			VGA_BLANK_N;				 
	output			VGA_SYNC_N;				 
	output	[9:0]	VGA_R;   				 
	output	[9:0]	VGA_G;	 				 
	output	[9:0]	VGA_B;   				 
	wire resetn;
	assign resetn = KEY[0];
	wire [2:0] colour;
	wire [7:0] x;
	wire [6:0] y;
	wire writeEn;
	wire controla;
	wire controlb;
	wire controlc;
	vga_adapter VGA(
			.resetn(resetn),
			.clock(CLOCK_50),
			.colour(colour),
			.x(x),
			.y(y),
			.plot(1'b1),
			.VGA_R(VGA_R),
			.VGA_G(VGA_G),
			.VGA_B(VGA_B),
			.VGA_HS(VGA_HS),
			.VGA_VS(VGA_VS),
			.VGA_BLANK(VGA_BLANK_N),
			.VGA_SYNC(VGA_SYNC_N),
			.VGA_CLK(VGA_CLK));
		defparam VGA.RESOLUTION = "160x120";
		defparam VGA.MONOCHROME = "FALSE";
		defparam VGA.BITS_PER_COLOUR_CHANNEL = 1;
		defparam VGA.BACKGROUND_IMAGE = "black.mif";
	specialdatapath d0(KEY[2], KEY[1], CLOCK_50, KEY[0], x, y, colour);
endmodule
module specialdatapath(leftsignal, rightsignal, clock, reset, xout, yout, colorout);
		input clock, reset, leftsignal, rightsignal;
		output [2:0]colorout;
		output [7:0]xout;
		output [7:0]yout;
		wire[19:0] c0;
		wire[3:0] c1;
		wire signal_x,signal_y;
		wire[7:0] x_in,y_in;
		wire[2:0] colour_1;
		delay_counter d1(clock,reset,c0);
		assign enable_1 = (c0 ==  20'd0) ? 1 : 0;
		frame_counter m2(clock,reset,enable_1,c1);
		assign enable_2 = (c1 == 4'b1111) ? 1 : 0;
		x_counter m3(clock,enable_2,reset, signal_x, leftsignal,rightsignal,x_in);
		y_register m4(clock, reset, y_in);
		h_register m6(clock,reset,x_in,signal_x);
		assign colorout = (c1 == 4'b1111) ? 3'b000 : 3'b111;
		datapath m7(x_in,y_in,clock,reset,xout, yout);
endmodule
module datapath(X, Y, clock, reset, xout, yout);
		input [7:0]X;
		input [7:0]Y;
		input clock;
		input reset;
		output [7:0]xout;
		output [7:0]yout;
		counter c1(X, Y, clock, reset, xout, yout);
endmodule
module delay_counter(clock,reset_n,q);
		input clock;
		input reset_n;
		output reg [19:0] q;
		always @(posedge clock)
		begin
			if(reset_n == 1'b0)
				q <= 20'b11001110111001100001;
			else
			begin
			   if ( q == 20'd0 )
					q <= 20'b11001110111001100001;
				else
					q <= q - 1'b1;
			end
		end
endmodule
module x_counter(clock,clock_1,reset_n, signal, leftsignal, rightsignal, q);
	input clock, reset_n, signal, leftsignal, rightsignal, clock_1;
	output reg[7:0] q;
	always@(posedge clock)
	begin
		if(reset_n == 1'b0)
			q <= 8'd78;
		if (clock_1 == 1'b0)
		begin
			if(reset_n == 1'b1 && signal == 1'b1)
				begin
				if(leftsignal == 1'b1)
					q <= q + 1'b1;
				else if (rightsignal == 1'b1)
					q <= q - 1'b1;
				end
		end
	end
endmodule
module y_register(clock, reset_n, q);
	input clock, reset_n;
	output reg[7:0] q;
   always@(posedge clock)
	begin
		if(reset_n == 1'b0)
			q <= 8'b00000000;
		else
			q <= q;
	end
endmodule
module h_register(clock,reset_n,x,direction);
	input clock,reset_n;
	input [7:0] x;
	output reg direction;
	always@(posedge clock)
	begin
		if(reset_n == 1'b0)
			direction <= 1'b1;
		else
		begin
			if(x + 1 > 8'd98 || x - 1 < 8'd62)
				direction <= 1'b0;
			else
				direction <= 1'b1;
		end
	end
endmodule
module frame_counter(clock,reset_n,enable,q);
	input clock,reset_n,enable;
	output reg [3:0] q;
	always @(posedge clock)
	begin
		if(reset_n == 1'b0)
			q <= 4'b0000;
		else if (enable == 1'b1)
		begin
		  if(q == 4'b1111)
			  q <= 4'b0000;
		  else
			  q <= q + 1'b1;
		end
   end
endmodule
module counter(X, Y, clock, reset, Xout, Yout);
		input [7:0]X;
		input [6:0]Y;
		input clock;
		input reset;
		output reg [7:0]Xout;
		output reg [6:0]Yout;
		reg [4:0]count;
		always @(posedge clock)
		begin
			if (reset == 1'b0)
				count <= 5'b00000;
			else
				begin
					if (count >= 5'b00100 && count <= 5'b00111)
						begin
							if (count[0] == 1'b1)
								Xout <= X + 2'b11;
							else if (count[0] == 1'b0)
								Xout <= X + 2'b10;
							if (count[1] == 1'b1)
								Yout <= Y + 1'b1;
							else if (count[1] == 1'b0)
								Yout <= Y;
						end
					else if (count >= 5'b01000 && count <= 5'b01011)
						begin
							if (count[0] == 1'b1)
								Xout <= X + 1'b1;
							else if (count[0] == 1'b0)
								Xout <= X;
							if (count[1] == 1'b1)
								Yout <= Y + 2'b11;
							else if (count[1] == 1'b0)
								Yout <= Y + 2'b10;
						end
					else if (count >= 5'b01100 && count <= 5'b01111)
						begin
							if (count[0] == 1'b1)
								Xout <= X + 2'b11;
							else if (count[0] == 1'b0)
								Xout <= X + 2'b10;
							if (count[1] == 1'b1)
								Yout <= Y + 2'b11;
							else if (count[1] == 1'b0)
								Yout <= Y + 2'b10;
						end
					else if (count >= 5'b00000 && count <= 5'b00011)
						begin
							if (count[0] == 1'b1)
								Xout <= X + 1'b1;
							else if (count[0] == 1'b0)
								Xout <= X;
							if (count[1] == 1'b1)
								Yout <= Y + 1'b1;
							else if (count[1] == 1'b0)
								Yout <= Y;
						end
					count <= count + 1'b1;
					if (count == 5'b10000)
					begin
						count <= 5'b00000;
						Xout <= X;
						Yout <= Y;
					end
			end
		end
endmodule
==> /design/flow/run.sh <==
#!/bin/bash
# OpenROAD 26Q1-2900-gdf79404cd8, Yosys 0.63+post, stock flow scripts
make -C /OpenROAD-flow-scripts/flow DESIGN_CONFIG=/design/flow/config.mk WORK_HOME=/design/flow/orfs finish
==> /design/flow/config.mk <==
export PLATFORM = sky130hd
export DESIGN_NAME = specialdatapath
export DESIGN_NICKNAME = specialdatapath
export VERILOG_FILES = /design/flow/design.v
export SDC_FILE = /design/flow/constraint.sdc
export NUM_CORES = 4
export LEC_CHECK = 1
export CORE_UTILIZATION = 40
==> /design/flow/constraint.sdc <==
current_design specialdatapath

set clk_period 8.1
set clk_io_pct 0.2

create_clock -name clk0 -period $clk_period [get_ports {clock}]

set non_clock_inputs [all_inputs -no_clocks]
set_input_delay [expr $clk_period * $clk_io_pct] -clock clk0 $non_clock_inputs
set_output_delay [expr $clk_period * $clk_io_pct] -clock clk0 [all_outputs]
==> reports/results.txt <==
Outcome: finished clean
Clock transition at path regs: 80 ps
Design Area, Final: 0.00320 sq mm
DIE WIDTH: 87.7 um
Worst path max stage delay: 520 ps
Hold Startpoint: d1.q[0]$_SDFF_PP1_
PortBufs: 16
Comb area: 0.00170 sq mm
Final Total Pwr: 704 uW
Placer Congestion: 0.900
Layout Skew: 2.39 ps
Slew Viols, Final: 0
CTS buffer count: 5
Sink Count: 48
Worst Hold Depth: 1
Setup-failing EPs final: 0
Power Density: 220 mW/mm^2
Root Driver: clkbuf_8
DP Cell Count: 437
Critical path endpoint category: primary output
Final hold slack: 431 ps
# fillers: 660
Gr usage total: 0.153
Post-synthesis cell area: 0.00294 sq mm
Unrepaired setup endpoints after global routing: no
Filler-free cell count of the finished design: 445
Vias: 2,350
Post-route setup slack: 4890 ps
Drt via density: 5.28
Clock latency (worst-skew pair): 290 ps
Final Hold Viols: 0
TritonCTS clock tree: built
Sw frac: 0.352
Fin util: 0.461
Setup TNS: 0 ps
CTS-repair resized insts: 0
Worst path required time: 6480 ps
Core area: 0.00694 sq mm
Total number of yosys warnings: 10
Worst Hold End: d1.q[0]$_SDFF_PP1_
Worst-margin pin slew: 751 ps
Most common reg cell: dfxtp_1
Die H: 87.7 um
Seq pwr share: 0.460
Yosys reg bits: 48
P_int: 456 uW
Ao+oa area frac: 0.143
Max_cap viols: 0
Yosys stat chip area: 0.00294 sq mm
Startpoint Class: flop
Layout cells sized above 1: 0.0544
Fin crit share: 0.396
Critical path buffers and inverters: 1
Worst slew margin: 0.498
HP Class: flop to flop
Adder Share, Synth: 0.0511
R2R setup slack: 5510 ps
CP Max Fanout: 8
VDD IR-drop max: 82.3 uV
Mux frac, synth: 0.0272
Crit Path Category: flop to primary output
Fmax achieved: 312 MHz
Data arrival, critical path: 1590 ps
Largest net degree at the start of global routing: 27
HPWL after detailed placement: 3.99 mm
Total die area: 0.00769 sq mm
Postcts setup bufs: 0
# diodes: 0
Start of the worst register-to-register path: m7.c1.count[0]$_SDFF_PP0_
XOR/XNOR share of the synthesized area: 0.0834
Combinational Power Share: 0.335
WL per Instance: 12.3 um
Drt pass-1 iters: 4
Leak Pwr: 1.16 nW
Floorplan core density: 0.423
First-pass GRT wire length: 9.32 mm
Clk pwr share: 0.205
CTS max path bufs: 2
Setup WS pre-CTS: 4700 ps
Synth logic family: simple AND/OR/NAND/NOR gates
DRC marker count from the first detailed-route iteration: 132
Syn avg cell area: 8.52 sq um
Reg-to-Reg End: m7.c1.Xout[6]$_DFFE_PP_
# Cells Yosys: 345
DRT Wirelength: 5.48 mm
P_sw: 248 uW
Synth Area in Simple Gates: 0.267
Synth async-reset ratio: 0
Min cycle time layout: 3210 ps
Cell Type Count: 63
Number of global-route vias before repair: 2,010
Critical-path cell list: ha_1 > nand3_1 > clkdlybuf4s50_1
Synth-to-Final Area Change: 8.85%
Gate Count Post-Synth: 345
Post-route DRC: 0
Storage cell area: 0.00106 sq mm
Reg2reg path depth: 7
Grt total ovfl: 0
Post-cts hold buffer count: 0
CP max-delay cell: clkdlybuf4s50_1
Delay-heaviest family, CP: buffers and inverters
# IOs: 23
Synth Seq Share: 0.361
CTS H-tree depth: 2
Placed cell area: 0.00311 sq mm
Tool Warnings: 31
# rows: 30
Number of enable flip-flop cells: 10
Initial antenna violation count: 0
Routed Antenna Nets: 0
[routing by layer]
| metal | vias up | GRT usage | wire length (um) |
|---|---|---|---|
| met2 | 57 | 0.247 | 2380 |
| met4 | 0 | 0.0224 | 95 |
| met1 | 1051 | 0.230 | 2750 |
| met5 | - | 0 | 0 |
| met3 | 13 | 0.0191 | 257 |
| li1 | 1229 | - | - |
[how the worst max path moves through the flow]
stage,startpoint,end,slack (ps),cells past startpoint
6_report,m2.q[0]$_SDFFE_PN0P_,colorout[1],4890,3
4_1_cts,m2.q[0]$_SDFFE_PN0P_,colorout[1],4870,3
5_1_grt,m2.q[0]$_SDFFE_PN0P_,colorout[2],4810,3
[power groups by stage]
stage	Sequential, mW	Combinational, mW	Clock (mW)
5_1_grt	0.331	0.267	0.163
4_1_cts	0.323	0.237	0.153
6_report	0.324	0.236	0.144
[sequential cells by signal, indices dropped and copies added (netlist names)]
name and flops:
m7.c1.Yout 2, m7.c1.Xout 8, m2.q 4, m6.direction 1
m3.q 8, d1.q 20, m7.c1.count 5
[layout by cell type (no fill, tap or decap), types with 8 or more instances in the layout]
cell             netlist  final
nand3_1               16     16
clkdlybuf4s50_1        0     16
nor3_1                11     11
edfxtp_1              10     10
xnor2_1               25     25
ha_1                  12     12
a21oi_1               11     11
nand2_1               29     29
nor4_1                 8      8
o21ai_0               14     14
nor2_1                39     39
mux2i_1                8      8
inv_1                 13     13
dfxtp_1               38     38
[cell families (layout without fill, tap and decap cells)]
logic type	after synthesis	after routing
and+or+nand+nor	147	147
AOI/OAI and AO/OA	61	61
DFF	48	48
buffers and inverters	40	39
xor gates and xnor gates	28	28
adders and majority gates	12	12
muxes	8	8
other	1	6
[Yosys cell counts (10+ instances only)]
cell type / instances / share of area
o21ai_0: 14 / 0.024
inv_1: 13 / 0.017
xnor2_1: 25 / 0.074
edfxtp_1: 10 / 0.10
nand3_1: 16 / 0.027
dfxtp_1: 38 / 0.26
nand2_1: 29 / 0.037
nor3_1: 11 / 0.019
nor2_1: 39 / 0.050
ha_1: 12 / 0.051
a21oi_1: 11 / 0.019
clkbuf_1: 12 / 0.015
[layout make-up]
class / count / share of cell area
multi-input combinational: 262 / 0.533
clock buffer: 8 / 0.0282
tap: 96 / 0.0375
sequential: 48 / 0.332
inverter: 13 / 0.0153
timing repair buffer: 18 / 0.0548
No activity file was given, so power comes from the tool's default toggle rates.
